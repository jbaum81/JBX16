==> design.v <==
module JB6502ATF1508(
	input clk,
	input oe,
	input rw,
	input pwrBtn,
	input [7:0] adrBusLo,
	input [7:0] adrBusHi,
	input [7:0] datBus,
	output [5:0] rBanks,
	output v0En,
	output v1En,
	output rLow,
	output clkWr,
	output roEn,
	output raEn,
	output hr0En,
	output hr1En,
	output hr2En,
	output hr3En,
	output ioEn,
	inout datDir,
	output srlEn,
	output pwrSig,
	inout rst
	);
	wire _roEn;
	assign _roEn = (adrBusHi[7:6] == 2'b11) ? 1'b0 : 1'b1;
	assign roEn = (oe) ? _roEn : 1'bz;
	wire _hrEn;
	assign _hrEn = (adrBusHi[7:5] == 3'b101) ? 1'b0 : 1'b1;
	wire _hr0En;
	assign _hr0En = (_raBank[7:6] == 2'b00 && ~_hrEn) ? 1'b0 : 1'b1;
	assign hr0En = (oe) ? _hr0En : 1'bz;
	wire _hr1En;
	assign _hr1En = (_raBank[7:6] == 2'b01 && ~_hrEn) ? 1'b0 : 1'b1;
	assign hr1En = (oe) ? _hr1En : 1'bz;
	wire _hr2En;
	assign _hr2En = (_raBank[7:6] == 2'b10 && ~_hrEn) ? 1'b0 : 1'b1;
	assign hr2En = (oe) ? _hr2En : 1'bz;
	wire _hr3En;
	assign _hr3En = (_raBank[7:6] == 2'b11 && ~_hrEn) ? 1'b0 : 1'b1;
	assign hr3En = (oe) ? _hr3En : 1'bz;
	wire _ioEn;
	assign _ioEn = (adrBusHi == 8'b10011111) ? 1'b0 : 1'b1;
	assign ioEn = (oe) ? _ioEn : 1'bz;
	wire _v0En;
	assign _v0En = (~_ioEn && adrBusLo[7:4] == 4'b0000 ) ? 1'b0 : 1'b1;
	assign v0En = (oe) ? _v0En : 1'bz;
	wire _v1En;
	assign _v1En = (~_ioEn && adrBusLo[7:4] == 4'b0001 ) ? 1'b0 : 1'b1;
	assign v1En = (oe) ? _v1En : 1'bz;
	wire _srlEn;
	assign _srlEn = (~_ioEn && adrBusLo[7:4] == 4'b0110 ) ? 1'b0 : 1'b1;
	assign srlEn = (oe) ? _srlEn : 1'bz;
	wire _vidEn = (~_ioEn && adrBusLo[7:5] == 3'b001 ) ? 1'b0 : 1'b1;
	wire _raEn;
	assign _raEn = (_roEn && _hrEn && _ioEn) ? 1'b0 : 1'b1;
	assign raEn = (oe) ? _raEn : 1'bz;
	wire _rLow;
	assign _rLow = ~rw;
	assign rLow = (oe) ? _rLow : 1'bz;
	wire _clkWr;
	assign _clkWr = (~rw && clk) ? 1'b0 : 1'b1;
	assign clkWr = (oe) ? _clkWr : 1'bz;
	reg [7:0] _raBank = 0;
	reg [7:0] _roBank = 0;
	wire [5:0] _rBanks;
	assign _rBanks = (~_hrEn) ? _raBank[5:0] : _roBank[5:0];
	assign rBanks = (oe) ? _rBanks : 1'bz;
	always @(negedge clk) begin
		if (~rst)
			_raBank <= 0;
		else if (adrBusHi == 0 && adrBusLo == 0 && ~rw)
			_raBank <= datBus;
	end
	always @(negedge clk) begin
		if (~rst)
			_roBank <= 0;
		else if (adrBusHi == 0 && adrBusLo == 1 && ~rw)
			_roBank <= datBus;
	end
	reg _rst = 0;
	reg _pwrSig = 1;
	reg _pwrBtnLast = 0;
	reg [23:0] _pwrCnt = 0;
	assign pwrSig = (oe) ? _pwrSig : 1'bz;
	assign rst = (oe && ~_rst) ? 1'b0 : 1'bz;
	always @(posedge clk) begin
		if (pwrBtn) begin
			_rst <= 0;
			if (~_pwrBtnLast) _pwrCnt <= 0;
			else _pwrCnt <= _pwrCnt + 1;
			if (_pwrCnt >= 8000000) _pwrSig <= 0;
			else _pwrSig <= 1;
		end 
		else begin
			if (~_rst) begin
				if (_pwrBtnLast) _pwrCnt <= 0;
				else _pwrCnt <= _pwrCnt + 1;
				if (_pwrCnt >= 800000) _rst <= 1;
			end
		end		
		_pwrBtnLast <=pwrBtn;
	end
endmodule
==> run.sh <==
#!/bin/bash
# OpenROAD 26Q1-2900-gdf79404cd8, Yosys 0.63+post, stock flow scripts
make -C /OpenROAD-flow-scripts/flow DESIGN_CONFIG=/design/flow/config.mk WORK_HOME=/design/flow/orfs finish
==> config.mk <==
export PLATFORM = sky130hd
export DESIGN_NAME = JB6502ATF1508
export DESIGN_NICKNAME = JB6502ATF1508
export VERILOG_FILES = /design/flow/design.v
export SDC_FILE = /design/flow/constraint.sdc
export NUM_CORES = 4
export LEC_CHECK = 1
export CORE_AREA = 10 10 110 110
export DIE_AREA = 0 0 120 120
==> constraint.sdc <==
current_design JB6502ATF1508

set clk_period 3.3
set clk_io_pct 0.2

create_clock -name clk0 -period $clk_period [get_ports {clk}]

set non_clock_inputs [all_inputs -no_clocks]
set_input_delay [expr $clk_period * $clk_io_pct] -clock clk0 $non_clock_inputs
set_output_delay [expr $clk_period * $clk_io_pct] -clock clk0 [all_outputs]
==> impl_metrics.py <==
# Metrics from the implementation run
metrics = {
    "floorplanning": {
        "coreArea_sq_mm": 0.00977,
        "row_count": 36,
        "die_w_microns": 120,
        "die_h_microns": 120,
        "fp_util_pct": 16.7,
        "io_pins": 49,
        "die_area_sq_mm": 0.0144,
    },
    "yosys": {
        "yosysWarnings": 16,
        "ys_ff": 27,
        "synth_chip_area_sq_mm": 0.00163,
        "netlist_area_sq_mm": 0.00163,
        "synth.distinct_cells": 32,
        "topCellsByArea": "edfxtp_1 46%, buf_4 4.6%, a21oi_1 4.3%, xnor2_1 4.3%, nor2_1 3.5%",
        "top_area_cell": "edfxtp_1",
        "synthesis.instances": 168,
        "top_area_share_pct": 46.1,
        "ys_cells": 168,
        "synth_area_per_cell_sq_um": 9.69,
        "yosysSeqAreaShare_pct": 48.6,
    },
    "drt": {
        "routed_wl_microns": 3320,
        "antenna_cells_inserted": 0,
        "drtIter0Drc": 76,
        "antenna_left": 0,
        "wl_per_cell_microns": 10.1,
        "drc": 0,
        "first_pass_iters": 4,
        "drt-vias-per-instance": 3.84,
        "vias": 1259,
    },
    "final_timing": {
        "skew_ns": 0.00223,
        "hold_violations": 0,
        "layout_setup_ws_ns": 0.255,
        "untimed_endpoints": 1,
        "rsz0062_at_grt": "false",
        "timing.setup.tns_ns": 0,
        "setup_violations": 0,
        "maxSlewViolCount": 0,
    },
    "global_routing": {
        "grt_usage_pct": 4.85,
        "grt_pass1_vias": 1321,
        "grt_remaining_overflow": 0,
        "antenna_found_initial": 0,
        "grt_max_degree": 25,
        "grt_pass1_wl_microns": 5900,
    },
    "run": {
        "warnings": 43,
        "maxCapViolCount": 0,
    },
    "cts": {
        "tritoncts": "built",
        "clock_latency_ns": 0.37,
        "cts_resized": 0,
        "postCtsSetupBuffers": 0,
        "ctsHoldBuffers": 0,
        "clkTransAtPathRegs_ns": 0.09,
    },
    "status": {
        "status": "completed",
    },
    "cells_and_area": {
        "drive_gt1_share_pct": 6.15,
        "area_growth_pct": 27.0,
    },
    "placement": {
        "place_congestion": 0.801,
        "io_buffers": 24,
        "dpl_worst_slack_ns": 0.326,
        "hpwlAfterDp_microns": 2360,
    },
    "power_and_ir_drop": {
        "p_per_area_mw_per_mm2": 453,
        "total_power_uw": 937,
        "vdd_drop_max_v": 0.000186,
        "p_leak_nw": 0.660,
    },
    "critical_path": {
        "r2r_cells": 5,
        "critPathMaxFanout": 2,
        "crit_arrival_ns": 2.39,
        "worst-setup-path-type": "clock port to primary output",
        "worstPathRequired_ns": 2.64,
        "cp-start-kind": "clock port",
        "cp-end-kind": "primary output",
    },
    "worst_hold_path": {
        "hp-class": "register to register",
        "min_path_cells": 2,
    },
}
cells by family (layout without fill, tap and decap cells):
| family | Yosys count | in the layout | synth area share [%] |
|---|---|---|---|
| buffers and inverters | 23 | 42 | 8.15 |
| flip-flops | 27 | 27 | 48.6 |
| other | 2 | 10 | 0.461 |
| XOR/XNOR | 12 | 12 | 6.46 |
| AND-OR/OR-AND | 31 | 31 | 10.5 |
| adder cells (fa/ha/maj) | 2 | 2 | 1.54 |
| AND/OR/NAND/NOR | 71 | 71 | 24.4 |
layout make-up:
type                    instances  area (sq um)
well taps                     133           166
multi-input cells             126           734
flip-flops and latches         27           791
inverters                       9          33.8
clock buffers                   8          96.3
fillers                      1074          7710
repair buffers                 25           245
synthesized netlist by cell type, drive strengths merged:
cell type,count
edfxtp,25
nor2,15
a21oi,14
buf,12
nand3,12
o21ai,11
inv,9
nand2,9
or3,9
or4,8
xnor2,8
nor3,6
nand4,5
o31ai,4
xor2,4
and2,2
clkbuf,2
conb,2
dfxtp,2
ha,2
a31oi,1
and4,1
and4b,1
nand2b,1
nor2b,1
nor4,1
o31a,1
where the power goes:
group / leakage [nW] / total (mW) / internal [mW] / switching, mW
combinational: 0.315 / 0.138 / 0.0699 / 0.0676
clock: 0.0506 / 0.290 / 0.175 / 0.115
sequential: 0.294 / 0.509 / 0.445 / 0.0648
total: 0.660 / 0.937 / 0.690 / 0.247
critical path: stages:
cell	delay [ns]
clkbuf_8	0.11
clkbuf_8	0.12
nand2_1	0.05
clkdlybuf4s50_1	0.46
cells in the final DEF, fill, tap and decap left out, drive strengths merged, types with 7 or more instances in the layout:
cell,instances
nor2,15
conb,10
a21oi,14
clkdlybuf4s50,24
or4,8
or3,9
nand3,12
clkbuf,7
o21ai,11
xnor2,8
nand2,9
edfxtp,25
inv,9
registers in the layout, indices dropped and copies added, names as in the netlist:
name	flops
_pwrCnt	24
_pwrBtnLast	1
_pwrSig	1
_rst	1
path summary, 6_finish.rpt:
kind	from	end	slack (ns)
max reg2reg	_pwrCnt[0]	_pwrCnt[22]	0.93
min reg2reg	_rst	_rst	0.56
max	clk	clkWr	0.25
min	_rst	_rst	0.56
through the flow:
step                cells  instance area, sq um  utilization [%]  hold slack, ns
CTS                   328                  2070             21.1           0.566
finish                328                  2070             21.1           0.565
floorplan             176                  1660                -           0.511
detailed placement    321                  1980             20.3           0.541
global route          328                  2070             21.1           0.621
global placement      321                  1980             20.3           0.537
layer usage:
metal	up-vias	GRT usage (%)	share of wire, %
met5	-	0	0
met4	0	0.452	0
met3	0	3.47	13
met2	45	6.57	39
met1	558	6.40	48
li1	656	-	-
Power and IR drop assume default switching activity.
