[config.mk]
export PLATFORM = sky130hd
export DESIGN_NAME = JB6502ATF1508PLCC
export DESIGN_NICKNAME = JB6502ATF1508PLCC
export VERILOG_FILES = /design/flow/design.v
export SDC_FILE = /design/flow/constraint.sdc
export NUM_CORES = 4
export LEC_CHECK = 1
export CORE_UTILIZATION = 40
[constraint.sdc]
current_design JB6502ATF1508PLCC

set clk_period 2.5
set clk_io_pct 0.2

create_clock -name clk0 -period $clk_period [get_ports {clk}]

set non_clock_inputs [all_inputs -no_clocks]
set_input_delay [expr $clk_period * $clk_io_pct] -clock clk0 $non_clock_inputs
set_output_delay [expr $clk_period * $clk_io_pct] -clock clk0 [all_outputs]
[design.v]
	module JB6502ATF1508PLCC(
	input clk,
	output sysClk,
	output viaClk,
	input oe,
	input rw,
	input rst,
	input vpp,
	input [7:0] adrBusLo,
	input [7:0] adrBusHi,
	input [7:0] datBus,
	output [7:0] adrBanks,
	output oeLow,
	output clkWr,
	inout datDD,
	output raEn,
	output ioEn,
	output v0En,
	output v1En,
	output srlEn,
	output hr0En,
	output hr1En,
	output hr2En,
	output hr3En,	
	output roEn,
	output ymfEn,
	output activity
	);
	reg [7:0] ramBank = 0;
	reg [7:0] romBank = 0;
	reg [7:0] romBank_r = 0;
	reg clk8sys = 0;
	reg clk8via = 0;
	reg stretch = 0;
	reg [1:0] stretchCnt = 0;
	reg [15:0] porCnt = 0;
	reg runClk = 0;
	initial begin
		ramBank=8'h00;
		romBank=8'h00;
		clk8sys = 0;
		clk8via = 0;
		stretch = 0;
		stretchCnt = 0;
		porCnt = 0;
		runClk = 0;
	end
	always @(posedge clk) begin 
		if (!runClk) porCnt <= porCnt +1;
		if (porCnt == 16'hffff) runClk <= 1;
	end
	assign sysClk = clk8sys;
	assign viaClk = clk8via;
	assign oeLow = (oe) ? ~rw : 1'bz;
	assign clkWr = (oe) ? ~(~rw && sysClk) : 1'bz;
	assign datDD = (rw && clk8sys && adrBusHi == 8'h9f && v0En && v1En) ? 1'b0 : 1'bz;
	wire [7:0] _adrBanks = (adrBusHi[7:5] == 3'b101) ? ramBank : ((adrBusHi[7:6] == 2'b11) ? romBank : 8'h00);
	assign adrBanks = (oe) ? _adrBanks : 8'bzzzzzzzz;
	assign roEn = (oe) ? ~(adrBusHi[7:6] == 2'b11) : 1'bz;
	assign hr0En = (oe) ? ~(adrBusHi[7:5] == 3'b101 && ramBank[7:6] == 2'b00) : 1'bz;
	assign hr1En = (oe) ? ~(adrBusHi[7:5] == 3'b101 && ramBank[7:6] == 2'b01) : 1'bz;
	assign hr2En = (oe) ? ~(adrBusHi[7:5] == 3'b101 && ramBank[7:6] == 2'b10) : 1'bz;
	assign hr3En = (oe) ? ~(adrBusHi[7:5] == 3'b101 && ramBank[7:6] == 2'b11) : 1'bz;
	assign ioEn = (oe) ? ~(adrBusHi == 8'h9f && clk8sys) : 1'bz;
	assign v0En = (oe) ? ~(adrBusHi == 8'h9f && adrBusLo[7:4] == 4'b0000) : 1'bz;
	assign v1En = (oe) ? ~(adrBusHi == 8'h9f && adrBusLo[7:4] == 4'b0001) : 1'bz;
	assign srlEn = (oe) ? ~(adrBusHi == 8'h9f && adrBusLo[7:4] == 4'b0110 && clk8sys) : 1'bz;
	assign ymfEn = (oe) ? ~(adrBusHi == 8'h9f && adrBusLo[7:1] == 7'b0100000) : 1'bz;
	assign activity = ({adrBusHi,adrBusLo} == 16'h9f3e || {adrBusHi,adrBusLo} == 16'h9f3f) ? 1'b0 : 1'b1;
	assign raEn = (oe) ? ~(roEn && hr0En && hr1En && hr2En && hr3En && ioEn && clk8sys) : 1'bz;
	always @(negedge sysClk) begin
		if (~rst) begin
			ramBank <= 0;
		end
		else begin
			if ({adrBusHi,adrBusLo} == 16'h0000 && ~rw)
				ramBank <= datBus;
		end
	end
	always @* begin
		if (~rst || ~vpp)
			romBank <= 0;
		else
			romBank <= romBank_r;
	end
	always @(negedge sysClk) begin
		if ({adrBusHi,adrBusLo} == 16'h0001 && ~rw)
			romBank_r <= datBus;
	end
	always @(posedge clk) begin 
		if (runClk) begin
			clk8via <= !clk8via; 
			stretchCnt <= stretchCnt+1; 
			if (stretch && stretchCnt == 2'b11) begin
				if(clk8sys) begin 
					clk8sys <= 0;
				end
				else begin
					clk8sys <= 1;
					stretch <= 0;
				end
			end else if(!stretch) begin
				clk8sys <= !clk8sys;
				if(!clk8sys && adrBusHi == 8'h9f && adrBusLo[7:1] == 7'b0100000) begin
					stretch <= 1;
					stretchCnt <=0;
				end
			end
		end else begin
			clk8via <= 0;
			clk8sys <= 0;
			stretch <= 0;
		end
	end
endmodule
[run.sh]
#!/bin/bash
# OpenROAD 26Q1-2900-gdf79404cd8, Yosys 0.63+post, stock flow scripts
make -C /OpenROAD-flow-scripts/flow DESIGN_CONFIG=/design/flow/config.mk WORK_HOME=/design/flow/orfs finish
==> results.sh <==
# source this file to load flow results
export IMPL_status="finished clean"
export IMPL_grt_pass1_wl_mm=6.38
export IMPL_r2r_setup_slack_ns=0.76
export IMPL_drv_cap=0
export IMPL_power_density_nw_per_um2=271
export IMPL_die_h_um=70.2
export IMPL_fin_skew_ns=0.00155
export IMPL_grt_total_usage_pct=16.7
export IMPL_slew_headroom_pct=44.6
export IMPL_arrival_ns=1.93
export IMPL_drt_total_wl_mm=3.62
export IMPL_worstSetupPathType="in -> out"
export IMPL_endpoint_kind="output port"
export IMPL_place_area_um2=2500
export IMPL_grt_max_degree=19
export IMPL_die_w_um=70.2
export IMPL_min_period_ns=2.43
export IMPL_setup_viol=0
export IMPL_synth_top_area_share_pct=43.5
export IMPL_antenna_found_initial=0
export IMPL_drtIter0Drc=51
export IMPL_drt_wirelength_per_cell_um=12.9
export IMPL_worstMarginPinSlew_ns=0.827
export IMPL_grt_pass1_vias=1331
export IMPL_dpl_hpwl_mm=2.80
export IMPL_p_leak_nw=0.961
export IMPL_io_buffers=51
export IMPL_hold_viol_final=0
export IMPL_aoi_share_pct=4.57
export IMPL_firstDrtPassIters=4
export IMPL_fmax_mhz=411
export IMPL_drive_above_1_share_pct=12.7
export IMPL_hp_class="reg -> reg"
export IMPL_largest_area_cell="edfxtp_1"
export IMPL_fp_util_pct=42.2
export IMPL_warning_count=26
export IMPL_cts_tree="yes"
export IMPL_ys_ff=38
export IMPL_final_core_util_pct=58.3
export IMPL_cts_htree_levels=1
export IMPL_ys_warn_count=16
export IMPL_yosys_cells=165
export IMPL_top_cells_by_count="nand2_1 (32), edfxtp_1 (27), dfxtp_1 (11), xnor2_1 (11), nor2_1 (9)"
export IMPL_overflow=0
export IMPL_ys_seq_share_pct=55.4
export IMPL_min_period_over_period_pct=97.2
export IMPL_cts_root_buf="clkbuf_8"
export IMPL_gp_congestion=0.873
export IMPL_post_synth_top_count_cell="nand2_1"
export IMPL_synthFlopType="edfxtp_1"
export IMPL_clk_insertion_delay_late_ns=0.25
export IMPL_final_antenna_net_count=0
export IMPL_vias=1403
export IMPL_crit_fanout=6
export IMPL_top_cells_by_area="edfxtp_1 (44%), dfxtp_1 (12%), nand2_1 (6.5%)"
export IMPL_core_um2=4410
export IMPL_avgSynthCellArea_um2=11.3
export IMPL_synth_cellmix_simpleShare_pct=24.3
export IMPL_netlist_area_um2=1860
export IMPL_numCtsBuffers=3
export IMPL_num_rows=24
export IMPL_clockBufferDepth=2
export IMPL_postSynth_asyncResetShare_pct=0
export IMPL_synthMuxAreaShare_pct=4.30
export IMPL_dieArea_um2=4930
export IMPL_slew_violations=0
export IMPL_required_ns=2.00
export IMPL_area_growth_pct=38.2
export IMPL_hold_buffers=0
export IMPL_drc=0
export IMPL_yosys_dominant_comb_family="simple AND/OR/NAND/NOR gates"
export IMPL_drt_vias_per_instance=4.99
export IMPL_ys_sh_adder_pct=1.34
export IMPL_cp_start_kind="input port"
export IMPL_edf_count=27
export IMPL_rsz0062_at_grt="false"
export IMPL_cts_clk_slew_worst_paths_ns=0.07
export IMPL_synthCells=165
export IMPL_untimed_endpoints=24
export IMPL_yosysUniqueCellTypes=34
export IMPL_final_cell_area_um2=2570
export IMPL_n_antenna_cell=0
export IMPL_io_pins=54
export IMPL_unclocked_regs=16
export IMPL_ir_drop_mv=0.289
export IMPL_xor_share_pct=7.06
export IMPL_yosysChipArea_um2=1860
cell type report:
class	instances	area (um^2)
flip-flops and latches	38	1030
clock buffers	4	45.0
inverters	5	18.8
well taps	52	65.1
repair buffers	65	619
multi-input cells	117	793
fillers	364	1840
power by group:
group / internal (mW) / switching, mW / total [mW] / leakage, nW
logic: 0.0582 / 0.0321 / 0.0902 / 0.592
clock network: 0.113 / 0.0988 / 0.212 / 0.0228
registers: 0.395 / 0.00000258 / 0.395 / 0.347
total: 0.566 / 0.131 / 0.697 / 0.961
registers in the layout (all words and copies together) (netlist names):
register	flops
clk8sys	1
clk8via	1
porCnt	16
ramBank	8
romBank_r	8
runClk	1
stretch	1
stretchCnt	2
repair_timing:
item	in CTS	in global routing
pin swaps	4	0
endpoints found under the setup margin	16	13
gates resized	7	6
endpoints found under the hold margin	0	0
setup buffers	2	0
metal layers:
layer  wire length, um  track usage (%)
met1              1820             29.3
met2              1560             23.7
met3               242             4.53
met4                 0            0.444
met5                 0                0
metrics by stage:
stage                     total power [mW]  hold slack [ns]  setup slack (ns)  TNS [ns]  instances
final                                0.697            0.421            0.0693         0        281
after global routing                 0.738            0.436           0.00987         0        281
after CTS                            0.708            0.423           0.00645         0        281
after detailed placement             0.495            0.403            -0.150     -1.22        275
after global placement               0.494            0.401            -0.152     -1.28        275
after floorplan                      0.425            0.368             0.783         0        165
logic make-up (layout without fill, tap and decap cells):
family	Yosys count	after routing
AND/OR/NAND/NOR	80	80
flip-flops	38	38
XOR/XNOR	15	15
AND-OR/OR-AND	10	10
buffers and inverters	10	74
multiplexers	8	8
adder cells (fa/ha/maj)	2	2
other	2	2
critical path: stages:
cell             delay (ns)
clkdlybuf4s50_1        0.49
nand2_1                0.07
nor2_2                 0.11
buf_4                  0.16
a22o_1                 0.14
clkdlybuf4s50_1        0.46
cell usage in the layout (no fill, tap or decap), drive strengths merged, types with 5 or more instances in the layout:
master	Yosys	final
nand3	6	6
clkdlybuf4s50	0	42
a22o	8	8
mux2i	8	8
nand4	7	7
dfxtp	11	11
nand2	32	32
dlygate4sd2	0	5
nor2	9	9
edfxtp	27	27
buf	2	14
xnor2	11	11
inv	5	5
final timing paths:
kind	from	end	cells past startpoint
max reg2reg	porCnt[0]$_DFFE_PN_	porCnt[14]$_DFFE_PN_	5
min	clk8via$_SDFF_PN0_	clk8via$_SDFF_PN0_	1
min reg2reg	clk8via$_SDFF_PN0_	clk8via$_SDFF_PN0_	1
max	rst	adrBanks[2]	6
No activity file was given, so power comes from the tool's default toggle rates.
